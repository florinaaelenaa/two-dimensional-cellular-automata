`/design/flow/design.v`:
```
`timescale 1ns / 1ps
module automaton(
    input               clk,             
    input      [31:0]   rule,            
    output reg [5:0]    row,             
    output reg [5:0]    col,             
    output reg          world_we,        
    input               world_in,        
    output reg          world_out,       
    output reg          update_done);    
	wire[31:0]       rule;
	reg [ 2:0]       state, next_state;
	reg [ 4:0]		  NVCES;
	integer 			  k;
	integer 			  buff_row;					 		 
	integer 			  buff_col;
	reg  buffer[ 2:0][65:0];						 	 
	initial begin
		state  		= 0;		 				 
		row			= 1'b0;
		col			= 1'b0;
		buff_row	   = 1; 									 
		buff_col    = 0; 									
		update_done = 1'b0;
		world_we		= 1'b0;
		buffer[0][0]  = 1'b0;	buffer[1][0]  = 1'b0;   buffer[2][0]  = 1'b0;   
		buffer[0][65] = 1'b0;   buffer[1][65] = 1'b0;   buffer[2][65] = 1'b0;   
	end
	always @(posedge clk) 
	begin
	 case(state)
		0:
		begin
			if(row == 0 && col == 0)
			begin
				for(k = 1; k < 65; k = k + 1)
						buffer[0][k] = 1'b0;
				buff_col = 1;
			end
			buffer[buff_row][buff_col] = world_in;  
			if(col < 63) 									 
			begin			 									 
				buff_col = buff_col + 1; 				 
				col = col + 1; 							 
				world_we = 1'b0;
				update_done = 1'b0;
				state = 0; 						 
			end
			else if(col == 63 && row == 0)          
			begin
				row = row + 1;     					    
				buff_row = buff_row + 1;             
				col = 0; 		                      
				buff_col = 1;		                   
				world_we = 1'b0;
				update_done = 1'b0;
				state = 0;
			end
			else if(col == 63)                       
			begin
				buff_col = 1; 								  
				buff_row = 1;								  
				NVCES[4] = buffer[0][buff_col];		    
				NVCES[3] = buffer[1][buff_col - 1];  	 
				NVCES[2] = buffer[1][buff_col];         
				NVCES[1] = buffer[1][buff_col + 1];     
				NVCES[0] = buffer[2][buff_col];	   	 
				world_out = rule[NVCES];  					 
				row = row - 1;
				col = 0;
				world_we = 1'b1;
				update_done = 1'b0;
				state = 1;
			end
		end
		1: 
		begin													 
			buff_col = buff_col + 1;					 
			NVCES[4] = buffer[0][buff_col];		    
			NVCES[3] = buffer[1][buff_col - 1];  	 
			NVCES[2] = buffer[1][buff_col];         
			NVCES[1] = buffer[1][buff_col + 1];     
			NVCES[0] = buffer[2][buff_col];	   	 
			world_out = rule[NVCES];  					 
			if(col < 63) 									 
			begin
				col = col + 1; 							 
				world_we = 1'b1;    
				update_done = 1'b0;
				state = 1;		
			end
			else if(col == 63 && row == 63)
			begin
				world_we = 1'b0;
				update_done = 1'b1;						 
				state = 2;
			end
			else if(col == 63) 							 
			begin
				if(row < 62)								 
				begin
					col = 0;
					row = row + 2; 						 
					for( k = 1; k < 65; k = k + 1)
					begin
						buffer[0][k] = buffer[1][k];   
						buffer[1][k] = buffer[2][k];
					end
					buff_row = 2;
					buff_col = 1;
					world_we = 1'b0;
					update_done = 1'b0;
					state = 0;
				end
				else if(row == 62)						 
				begin											 
					row = 63;
					col = 0;
					for( k = 1; k < 65; k = k + 1)
					begin
						buffer[0][k] = buffer[1][k];   
						buffer[1][k] = buffer[2][k];
					end
					for(k = 1; k < 65; k = k + 1)
						buffer[2][k] = 1'b0;				 
					buff_col = 1;
					buff_row = 1;
					NVCES[4] = buffer[0][buff_col];		  
					NVCES[3] = buffer[1][buff_col - 1];   
					NVCES[2] = buffer[1][buff_col];       
					NVCES[1] = buffer[1][buff_col + 1];   
					NVCES[0] = buffer[2][buff_col];		  
					world_out = rule[NVCES];   
					world_we = 1'b1;    
					update_done = 1'b0;
					state = 1;
				end
			end
		end
		2: 									 
		begin											 
			row = 0;
			col = 0;
			buff_col = 1;
			buff_row = 1;
			world_we = 1'b0;
			update_done = 1'b0;
			state = 0;
		end
	 endcase
	end
endmodule
```
`/design/flow/run.sh`:
```
#!/bin/bash
# OpenROAD 26Q1-2900-gdf79404cd8, Yosys 0.63+post, stock flow scripts
make -C /OpenROAD-flow-scripts/flow DESIGN_CONFIG=/design/flow/config.mk WORK_HOME=/design/flow/orfs finish
```
`/design/flow/config.mk`:
```
export PLATFORM = sky130hd
export DESIGN_NAME = automaton
export DESIGN_NICKNAME = automaton
export VERILOG_FILES = /design/flow/design.v
export SDC_FILE = /design/flow/constraint.sdc
export NUM_CORES = 4
export LEC_CHECK = 1
export CORE_UTILIZATION = 30
```
`/design/flow/constraint.sdc`:
```
current_design automaton

set clk_period 8.6
set clk_io_pct 0.2

create_clock -name clk0 -period $clk_period [get_ports {clk}]

set non_clock_inputs [all_inputs -no_clocks]
set_input_delay [expr $clk_period * $clk_io_pct] -clock clk0 $non_clock_inputs
set_output_delay [expr $clk_period * $clk_io_pct] -clock clk0 [all_outputs]
```
==> flow_summary.json <==
{
  "cts_tree": "yes",
  "crit_path_max_fanout": 26,
  "rsz0062_at_grt": "no",
  "fin_crit_ps": 7970,
  "required_ps": 8870,
  "skew_ps": 18.0,
  "ios": 49,
  "cts_buffer_depth": 3,
  "synthArstFlopShare_pct": 0,
  "fmax_ghz": 0.126,
  "min_from": "buff_row[6]",
  "leakagePower_nw": 8.98,
  "grt_pass1_vias": 32803,
  "areaGrowthSynthToFinish_pct": 14.9,
  "internal-power_mw": 1.85,
  "row_count": 108,
  "synthCells": 3563,
  "hold_slack_ps": 644,
  "grt_overflow_total": 0,
  "numCtsBuffers": 23,
  "arrival_ps": 8240,
  "peakVddDrop_mv": 0.135,
  "worstSkewPairLatency_ps": 570,
  "dieArea_um2": 90000,
  "hpwlAfterDp_mm": 141,
  "grtUsageTotal_pct": 49.2,
  "synth_cell_types": 107,
  "yosysWarnings": 2,
  "power.density_nw_per_um2": 76.8,
  "hold_end": "buff_row[6]",
  "ys.flops": 229,
  "warnings": 38,
  "vias_per_cell": 7.62,
  "path_clk_slew_ps": 80,
  "setup_tns_ps": 0,
  "antenna_found_initial": 35,
  "place_congestion": 1.29,
  "drive_above_1_share_pct": 13.0,
  "die_x_um": 300,
  "fin_util_pct": 35.0,
  "root_buffer": "clkbuf_16",
  "flop_cell": "edfxtp_1",
  "fp_util_pct": 30.5,
  "setup_violations": 0,
  "cts_hold_buf": 0,
  "antenna_left": 0,
  "comb_power_share_pct": 1.8,
  "syn-cell-area_um2": 26600,
  "power_mw": 2.35,
  "clock-sinks": 229,
  "synth.avg_cell_area_um2": 7.48,
  "status": "finished, final reports clean",
  "grt_max_degree": 76,
  "seqPwrFrac_pct": 51.4,
  "worstRegToRegCells": 23,
  "seq_area_frac_synth_pct": 25.8,
  "p_clk_share_pct": 46.9,
  "edf_count": 229,
  "grt_pass1_wl_mm": 292,
  "post_cts_resized": 0,
  "initialDrtViolationCount": 7483,
  "r2r-start": "buff_col[0]",
  "yosysCellCount": 3563,
  "netSwitchingFraction_pct": 21.3,
  "power.switching_mw": 0.501,
  "critPathKind": "reg2reg",
  "hold_path_depth": 2,
  "wl_mm": 217,
  "drc": 0,
  "drt-wirelength-per-cell_um": 44.9,
  "period_used_pct": 92.6,
  "maxCapViolations": 0,
  "slew_violations": 0,
  "htreeDepth": 1,
  "regToRegSetupSlack_ps": 630,
  "vias": 36852,
  "ys_area_um2": 26600,
  "hold_violations": 0,
  "hp-class": "reg2reg",
  "worst_setup_path_end_kind": "flop",
  "io_buffer_count": 48,
  "start_kind": "flop",
  "die_h_um": 300,
  "slew_headroom_pct": 4.12,
  "core_um2": 87400,
  "worst_pin_slew_ps": 1430,
  "post-cts-setup-buffers": 0,
  "r2r_end": "world_out",
  "first_pass_iters": 17
}
[sequential cells by signal (all words and copies together) (netlist names)]
name,cells
buff_col,8
buff_row,7
buffer,198
col,6
row,6
state,2
update_done,1
world_out,1
[cells by family (layout without fill, tap and decap cells)]
family | count (synthesis) | after routing | synth area share [%]
fa+ha+maj | 36 | 36 | 1.72
compound gates | 1400 | 1400 | 36.6
xor+xnor | 60 | 60 | 2.27
other cells | 0 | 67 | 0
mux | 100 | 100 | 4.61
flops | 229 | 229 | 25.8
simple gates | 1351 | 1351 | 22.9
buf+inv | 387 | 441 | 6.05
[routing by layer]
layer / wire length (um) / track usage [%] / up-vias
met5: 1590 / 20.8 / -
met4: 22300 / 35.3 / 32
met3: 40800 / 36.7 / 1325
met2: 80500 / 60.3 / 4079
met1: 72200 / 56.0 / 17366
li1: - / - / 14050
[worst max path at each step]
stage	start	depth (start not counted)	to	slack [ps]
final	buff_col[0]	23	world_out	630
after CTS	buff_col[0]	23	world_out	1070
after global routing	buff_col[0]	23	world_out	410
[synthesized netlist by cell type, drive strengths merged, types with 33 or more instances]
library cell	number	share of area, %
nand2	639	9.0
a21oi	395	7.5
nor2	243	3.4
clkbuf	242	3.4
edfxtp	229	26
o21ai	177	3.4
a22oi	147	4.1
nand3	132	2.5
a22o	102	3.4
buf	97	2.0
nor3	90	1.7
a222oi	72	2.7
mux2i	72	2.8
a31oi	67	1.6
a221oi	61	2.1
o22ai	49	1.2
inv	46	0.65
xnor2	42	1.5
nand4	41	1.0
nor4	41	1.1
and3	40	0.94
a32oi	36	1.2
and2	35	0.83
ha	35	1.6
o211ai	33	0.93
[per-stage QoR]
step	cell area, um^2	setup WS [ps]	std cells
2_1_floorplan	26600	2690	3563
3_3_place_gp	29700	1160	4729
3_5_place_dp	29700	1110	4729
4_1_cts	30500	1070	4771
5_1_grt	30500	411	4793
6_report	30600	634	4839
[layout by cell type (no fill, tap or decap), types with 48 or more instances in the layout]
cell type and n:
a21oi_1 392, o21ai_0 161, a221oi_1 59, a31oi_1 67, buf_4 303, nand2_1 638
diode_2 67, a22o_1 102, clkdlybuf4s50_1 48, a222oi_1 72, nor2_1 238, nand3_1 132
mux2i_1 67, edfxtp_1 229, a22oi_1 147, nor3_1 77
[power groups by stage]
stage         sequential [mW]  combinational (mW)  clock (mW)
global route             1.21              0.0447        1.14
finish                   1.21              0.0422        1.10
CTS                      1.21              0.0420        1.11
[worst max-delay path, stage by stage, from the launching register on]
cell and delay [ps]:
edfxtp_1 640, inv_1 200, ha_2 680, clkinv_1 390, ha_1 480, xnor2_1 670
xnor2_4 180, buf_4 410, buf_4 430, nor2_1 90, buf_4 260, a22o_1 230
a221oi_1 210, nor3_1 70, a211oi_1 280, nand4_1 190, or4_1 570, nor3_1 210
o211a_1 700, mux2i_1 190, mux2i_1 160, mux2i_1 90, mux2i_1 140, a31oi_1 90
[final cells by class]
class	instances	area, um^2
multi-input combinational	2947	18400
tap	1155	1450
timing repair buffer	351	2760
antenna	67	168
inverter	48	180
clock buffer	26	587
sequential	229	6880
fill	9071	56800
clock inverter	16	199
